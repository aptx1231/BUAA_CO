==> ./design.v <==
`timescale 1ns / 1ps
module EX(
    input clk,
    input reset,
    input en,
    input [31:0] IR_D,
	 input [31:0] PC_D,
    input [31:0] PC4_D,
    input [31:0] PC8_D,
    input [31:0] RF_RD1,
    input [31:0] RF_RD2,
    input [31:0] EXT,
    output reg[31:0] IR_E,
	 output reg[31:0] PC_E,
    output reg[31:0] PC4_E,
    output reg[31:0] PC8_E,
    output reg[31:0] RS_E,
    output reg[31:0] RT_E,
    output reg[31:0] EXT_E
    );
	initial begin
		IR_E <= 0;
	end
	always@(posedge clk) begin
		if(reset) begin
			IR_E <= 32'h00000000;
		end
		else if(en) begin
			IR_E <= IR_D;
			PC_E <= PC_D;
			PC4_E <= PC4_D;
			PC8_E <= PC8_D;
			RS_E <= RF_RD1;
			RT_E <= RF_RD2;
			EXT_E <= EXT;
		end
	end
endmodule
==> ./run.sh <==
#!/bin/bash
# OpenROAD 26Q1-2900-gdf79404cd8, Yosys 0.63+post, stock flow scripts
make -C /OpenROAD-flow-scripts/flow DESIGN_CONFIG=/design/flow/config.mk WORK_HOME=/design/flow/orfs finish
==> ./config.mk <==
export PLATFORM = sky130hd
export DESIGN_NAME = EX
export DESIGN_NICKNAME = EX
export VERILOG_FILES = /design/flow/design.v
export SDC_FILE = /design/flow/constraint.sdc
export NUM_CORES = 4
export LEC_CHECK = 1
export CORE_AREA = 10 10 213 213
export DIE_AREA = 0 0 223 223
==> ./constraint.sdc <==
current_design EX

set clk_period 23.2
set clk_io_pct 0.2

create_clock -name clk0 -period $clk_period [get_ports {clk}]

set non_clock_inputs [all_inputs -no_clocks]
set_input_delay [expr $clk_period * $clk_io_pct] -clock clk0 $non_clock_inputs
set_output_delay [expr $clk_period * $clk_io_pct] -clock clk0 [all_outputs]
==> flow_summary.yaml <==
# flow metrics
worst_setup_path:
  path_class: "primary input to flop"
  cp_slowest_cell: "buf_4"
  required_ns: 23.35
  cp-end-kind: "flop"
  critPathMaxStageDelay_ns: 0.69
  worstPathArrival_ns: 6.69
  crit_fanout: 59
  path_cells: "clkdlybuf4s50_1 -> buf_4 -> nor2b_4 -> buf_4 -> buf_4"
  path_common_cell: "buf_4"
  start_kind: "primary input"
yosys:
  syn_inst: 297
  synth.most_common_cell: "edfxtp_1"
  ys.flop_type: "edfxtp_1"
  yosys_warnings: 1
  ys_seq_share: 0.9220
  yosysChipArea_sq_mm: 0.006948
  synth_flops: 224
  area_leaders: "edfxtp_1, dfxtp_1, mux2i_1, nor2_1, buf_12"
  enable_flop_cells: 192
  largest_area_cell: "edfxtp_1"
  synth_top_area_share: 0.8298
  netlist_area_sq_mm: 0.006948
  synth_stat.cells: 297
  ys_types: 10
  async_flop_share: 0
  synth_area_per_cell_sq_um: 23.39
  synthTopCellsByCount: "edfxtp_1, dfxtp_1, mux2i_1, nor2_1"
route:
  via_count: 4533
  drc: 0
  n_antenna_cell: 0
  wirelength_mm: 25.27
  drtAntennaViolNets: 0
  drtIter0Drc: 337
  drt_pass1_iterations: 4
  vias_per_cell: 3.434
  wl_per_cell_microns: 19.15
clock_network:
  cts_setup_buffers: 0
  clock_sinks: 224
  cts_resized: 0
  clk_pin_slew_ns: 0.06
  clockBufferDepth: 3
  insertion_delay_ns: 0.53
  cts_hold_buf: 0
  cts_buffers: 25
  root_buffer: "clkbuf_16"
  htree_levels: 1
  cts_tree: "yes"
timing:
  relSlewSlack: 0.5143
  drv_slew: 0
  holdWs_ns: 0.4980
  setup_violations: 0
  hold_violations: 0
  rsz0062_at_grt: "false"
  fin_setup_tns_ns: 0
  fin_crit_sh: 0.2821
  skew_ns: 0
  finalCriticalPeriod_ns: 6.546
  max_freq_ghz: 0.1528
  worst_pin_slew_ns: 0.7285
placed_design:
  routabilityCongestion: 0.8192
  dp_hpwl_mm: 20.16
  io_buffers: 450
grt:
  grt_max_degree: 60
  track_usage: 0.09774
  antenna_found_initial: 2
  grt_pass1_vias: 4767
  grt_first_pass_wirelength_mm: 35.33
  use_met1: 0.1200
  use_met2: 0.1467
  top_usage_layer: "met2"
  gr-total-overflow: 0
  grt_use_met3: 0.06347
job:
  warnings: 25
  max_cap_viol_count: 0
layout:
  drive_gt1_frac: 0.05203
  area_growth_pct: 83.94
floorplanning:
  coreArea_sq_mm: 0.04083
  fp_util: 0.1702
  die-width_microns: 223
  num_rows: 74
  die_y_microns: 223
  ios: 451
  die_area_sq_mm: 0.04973
min_path:
  min_path_type: "flop to flop"
outcome:
  status: "finished clean"
pwr:
  ir_worst_vdd_mv: 0.05196
  p_leak_nw: 4.449
  powerDensity_mw_per_mm2: 72.34
per-stage QoR:
step	total power, mW	worst slack [ns]	instances	cell area (sq um)	util
4_1_cts	0.9434	16.63	1320	12780	0.3130
3_5_place_dp	0.5872	16.09	1277	12080	0.2957
5_1_grt	0.9684	16.51	1320	12780	0.3130
6_report	0.9245	16.65	1320	12780	0.3130
3_3_place_gp	0.5864	16.10	1277	12080	0.2957
2_1_floorplan	0.4921	9.056	297	6948	-
cell type report:
| cell class | count | area (sq um) |
|---|---|---|
| multi-input combinational | 65 | 459.2 |
| clock buffer | 31 | 648.1 |
| sequential | 224 | 6406 |
| fill | 3976 | 28050 |
| tap | 532 | 665.6 |
| timing repair buffer | 456 | 4544 |
| clock inverter | 12 | 56.30 |
registers in the layout, indices dropped and copies added (netlist names):
| signal | count |
|---|---|
| EXT_E | 32 |
| IR_E | 32 |
| PC4_E | 32 |
| PC8_E | 32 |
| PC_E | 32 |
| RS_E | 32 |
| RT_E | 32 |
placed cells by master (no fill, tap or decap), drive strengths merged:
master | Yosys | final
buf | 7 | 7
clkbuf | 1 | 31
clkdlybuf4s50 | 0 | 449
clkinv | 0 | 11
dfxtp | 32 | 32
edfxtp | 192 | 192
inv | 0 | 1
mux2i | 32 | 32
nor2 | 32 | 32
nor2b | 1 | 1
routing by layer:
layer,vias to the layer above,wire (microns),share of wire
li1,2084,-,-
met3,35,3956,0.16
met4,4,388,0.015
met1,2095,9645,0.38
met5,-,25,0.00099
met2,315,11260,0.45
report_power, final:
part / leakage, nW / internal [mW] / switching, mW
clock network: 0.349 / 0.196 / 0.152
registers: 2.07 / 0.467 / 0.00832
logic: 2.03 / 0.0762 / 0.0247
critical path, delay by kind of cell:
family	cells	cell delay, ns
buffers and inverters	4	1.83
and+or+nand+nor	1	0.15
cell families (layout without fill, tap and decap cells):
logic type / after synthesis / in the layout / share of synthesized area
buffers and inverters: 8 / 499 / 0.01297
muxes: 32 / 32 / 0.04610
and+or+nand+nor: 33 / 33 / 0.01891
DFF: 224 / 224 / 0.9220
worst paths after layout:
path / startpoint / to / slack [ns] / cells after the start
max: reset / EXT_E[15] / 16.65 / 5
min reg2reg: IR_E[6] / IR_E[6] / 0.50 / 2
max reg2reg: IR_E[10] / IR_E[10] / 22.57 / 2
min: IR_E[6] / IR_E[6] / 0.50 / 2
No activity file was given, so power comes from the tool's default toggle rates.
