<file path="design.v">
`timescale 1ns / 1ps
module mux(
	 input [4:0] rt,
    input [4:0] rd,
    input [31:0] RD2,
    input [31:0] imm32,
    input [31:0] Result,
    input [15:0] imm16,
	 input [31:0] RD,
	 input [31:0] PC,
	 input [1:0] RegDst,
	 input ALUSrc,
	 input [1:0] MemToReg,
	 input [31:0] PC4,
	 input [31:0] PCbeq,
	 input [31:0] PCj,
	 input Zero,
	 input Branch1,
	 input Branch2,
	 input Branch3,
	 input [5:0] op,
	 input [5:0] func,
    output reg[4:0] WA,
	 output reg[31:0] B,
	 output reg[31:0] WD,
	 output reg[31:0] next_pc
    );
	reg [31:0] Choice1;
	reg [31:0] Choice2;
	always@(*) begin
		case(RegDst) 
			2'b00: WA<=rt;
			2'b01: WA<=rd;
			2'b10: WA<=5'b11111;
			2'b11: WA<=0;
		endcase
		case(ALUSrc) 
			1'b0: B<=RD2;
			1'b1: B<=imm32;
		endcase
		case(MemToReg) 
			2'b00: WD<=Result;
			2'b01: WD<={imm16,{16{1'b0}}};
			2'b10: WD<=RD;
			2'b11: WD<=PC+4;
		endcase
		if(Zero&&Branch1) begin
			Choice1 <= PCbeq;
		end
		else begin
			Choice1 <= PC4;
		end
		if(Branch2) begin
			Choice2 <= PCj;
		end
		else begin
			Choice2 <= Choice1;
		end
		if(Branch3) begin
			next_pc <= Result;
		end
		else begin
			next_pc <= Choice2;
		end
	end
endmodule
</file>
<file path="run.sh">
#!/bin/bash
# OpenROAD 26Q1-2900-gdf79404cd8, Yosys 0.63+post, stock flow scripts
make -C /OpenROAD-flow-scripts/flow DESIGN_CONFIG=/design/flow/config.mk WORK_HOME=/design/flow/orfs finish
</file>
<file path="config.mk">
export PLATFORM = sky130hd
export DESIGN_NAME = mux
export DESIGN_NICKNAME = mux
export VERILOG_FILES = /design/flow/design.v
export SDC_FILE = /design/flow/constraint.sdc
export NUM_CORES = 4
export LEC_CHECK = 1
export CORE_AREA = 10 10 162 162
export DIE_AREA = 0 0 172 172
</file>
<file path="constraint.sdc">
current_design mux

set clk_period 8.3
set clk_io_pct 0.2

create_clock -name clk0 -period $clk_period

set non_clock_inputs [all_inputs -no_clocks]
set_input_delay [expr $clk_period * $clk_io_pct] -clock clk0 $non_clock_inputs
set_output_delay [expr $clk_period * $clk_io_pct] -clock clk0 [all_outputs]
</file>
==> metrics.yaml <==
crit_fanout: 7
slew_violations: 0
wl_per_cell_um: 20.5
drt_wl_total_mm: 22.3
utilization_pct: 30.7
ctsHoldBuffers: 0
peakVddDrop_uv: 25.2
ios: 404
grt_pass1_vias: 4702
finalSetupViolations: 0
rsz0062_at_grt: "false"
ant_nets: 0
antenna_found_initial: 3
antenna_cells_inserted: 0
tns_ns: 0
worst_ep_required_time_ns: 6.64
final_layout_size_suffix_gt1_share_pct: 8.84
worst_pin_slew_ns: 0.661
synthTopCellsByCount: "nand2_1, a21oi_1, nand3_1"
timing.critical_path.from: "PC[2]"
flop_area_um2: 0
worstPathArrival_ns: 4.30
leakagePower_nw: 2.51
gp_congestion: 0.886
synth_cell_type_count: 36
fmax_ghz: 0.168
chip_area_um2: 29600
end_kind: "output port"
start_kind: "input port"
drt_iter0_markers: 200
fin_cells: 1088
first_pass_iters: 5
overflow: 0
dp.final_hpwl_mm: 19.5
clkbuf_count: 0
drv_cap: 0
die_x_um: 172
flops: 0
cp-endpoint: "WD[22]"
postSynthCellCount: 442
synth_top_cell_by_count: "nand2_1"
finalHoldViolations: 0
status: "completed"
core-area_um2: 22700
syn_to_final_growth_pct: 148
rows: 55
yosys_warnings: 1
warnings: 44
ys_area_um2: 2810
track_usage_pct: 13.7
postCtsSetupBuffers: 0
synth.cell_area_um2: 2810
grt_pass1_wl_mm: 30.3
hold_class: "input port to output port"
critical_path_class: "input port to output port"
avgSynthCellArea_um2: 6.37
io_buffers: 392
fp_util_pct: 12.4
yosys-top-cells-area: "mux2_2, a21oi_1, mux4_2"
ys_seq_share_pct: 0
period_minus_slack_ns: 5.96
dr_total_vias: 4650
cts_resized: 0
power_density_nw_per_um2: 51.1
via_per_inst: 4.27
drcViolationCount: 0
largest_area_cell: "mux2_2"
yosysTopAreaCellShare_pct: 13.2
yosys-stat-cells: 442
slew_headroom_pct: 55.9
finalClockPeriodUsage_pct: 71.8
grt_max_degree: 65
fp.dieH_um: 172
timing.hold.ws_ns: 4.23
dp.cells: 1088
metrics by stage:
stage               setup slack, ns  power (W)  area [µm²]
floorplan                      3.68  0.0000953        2810
global placement               2.32   0.000359        6980
detailed placement             2.32   0.000360        6980
CTS                            2.31   0.000362        6980
global route                   2.24   0.000384        6980
finish                         2.34   0.000357        6980
metal layers:
metal  global-route usage, %  vias up  share of wire (%)
li1                        -     2344                  -
met1                    16.4     2078                 39
met2                    24.0      220                 50
met3                    5.17        6                 11
met4                   0.525        2               0.41
met5                       0        -              0.058
power breakdown:
part           total (W)  switching [W]  internal (W)
Clock                  0              0             0
Combinational   0.000357       0.000115      0.000241
Sequential             0              0             0
cells in the final DEF (no fill, tap or decap), drive strengths merged:
cell / n
clkdlybuf4s50: 388
nand2: 79
a21oi: 69
nand3: 52
o21ai: 44
mux2: 33
xnor2: 19
nor2: 18
mux2i: 16
nand4: 15
mux4: 13
buf: 12
o22ai: 11
xor2: 9
inv: 5
nor4: 4
nor3: 4
and3: 3
nor2b: 2
and2: 2
a31o: 1
o21a: 1
o221a: 1
a221oi: 1
ha: 1
area by class of cell:
cell class                      count  area, µm²
Fill cell                        2441      15700
Timing Repair Buffer              400       3960
Multi-Input combinational cell    398       2640
Tap cell                          285        357
Inverter                            5       18.8
kinds of logic (layout without fill, tap and decap cells):
| group | Yosys count | count (layout) | share of synthesized area, % |
|---|---|---|---|
| and+or+nand+nor | 179 | 179 | 31.4 |
| AOI/OAI and AO/OA | 128 | 128 | 24.1 |
| muxes | 62 | 62 | 29.3 |
| buffers and inverters | 44 | 405 | 6.09 |
| xor gates and xnor gates | 28 | 28 | 8.72 |
| adders and majority gates | 1 | 1 | 0.445 |
critical path, cell delays in order:
cell	delay, ns
clkdlybuf4s50_1	0.57
ha_1	0.25
nand4_2	0.27
nor2_4	0.30
nand4_1	0.14
xnor2_1	0.20
mux4_2	0.48
clkdlybuf4s50_1	0.42
how the worst min path moves through the flow:
stage | startpoint | end | cells after the start
CTS | rd[0] | WA[0] | 4
global route | rd[4] | WA[4] | 4
finish | rd[0] | WA[0] | 4
No activity file was given, so power comes from the tool's default toggle rates.
