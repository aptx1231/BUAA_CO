==> flow/design.v <==
`timescale 1ns / 1ps
module MEM(
    input clk,
    input reset,
    input en,
    input [31:0] IR_E,
	 input [31:0] PC_E,
    input [31:0] PC4_E,
    input [31:0] PC8_E,
    input [31:0] ALU,
    input [31:0] RT_E,
    output reg[31:0] IR_M,
	 output reg[31:0] PC_M,
    output reg[31:0] PC4_M,
    output reg[31:0] PC8_M,
    output reg[31:0] AO_M,
    output reg[31:0] RT_M
    );
	initial begin
		IR_M <= 0;
	end
	always@(posedge clk) begin
		if(reset) begin
			IR_M <= 32'h00000000;
		end
		else if(en) begin
			IR_M <= IR_E;
			PC_M <= PC_E;
			PC4_M <= PC4_E;
			PC8_M <= PC8_E;
			AO_M <= ALU;
			RT_M <= RT_E;
		end
	end
endmodule
==> flow/run.sh <==
#!/bin/bash
# OpenROAD 26Q1-2900-gdf79404cd8, Yosys 0.63+post, stock flow scripts
make -C /OpenROAD-flow-scripts/flow DESIGN_CONFIG=/design/flow/config.mk WORK_HOME=/design/flow/orfs finish
==> flow/config.mk <==
export PLATFORM = sky130hd
export DESIGN_NAME = MEM
export DESIGN_NICKNAME = MEM
export VERILOG_FILES = /design/flow/design.v
export SDC_FILE = /design/flow/constraint.sdc
export NUM_CORES = 4
export LEC_CHECK = 1
export CORE_AREA = 10 10 199 199
export DIE_AREA = 0 0 209 209
==> flow/constraint.sdc <==
current_design MEM

set clk_period 19.5
set clk_io_pct 0.2

create_clock -name clk0 -period $clk_period [get_ports {clk}]

set non_clock_inputs [all_inputs -no_clocks]
set_input_delay [expr $clk_period * $clk_io_pct] -clock clk0 $non_clock_inputs
set_output_delay [expr $clk_period * $clk_io_pct] -clock clk0 [all_outputs]
==> tab_implementation.tex <==
% Synthesis and place-and-route results
\begin{tabular}{lr}
\hline
Metric & Value \\
\hline
\multicolumn{2}{l}{\textbf{Cells and area}} \\
\quad Most common logic cell in the routed design & clkdlybuf4s50\_1 \\
\quad Layout area overhead & 83.0\% \\
\quad Fillcell total & 3491 \\
\quad Most common logic cells in the final layout & 385 x clkdlybuf4s50\_1, 160 x edfxtp\_1, 32 x dfxtp\_1, 32 x mux2i\_1, 30 x nor2\_1 \\
\quad Share of layout cells above drive strength 1 & under 10\% \\
\quad Non-filler cells in the finished layout & $\sim$1.1k \\
\quad Layout Cell Area excl Fill & about 11000 sq um \\
\multicolumn{2}{l}{\textbf{Global routing}} \\
\quad Vias in the first global route & just over 4k \\
\quad Global-route wire length before repair & roughly 29000 um \\
\quad Maximum number of pins on one net before global-route repair & $\sim$60 \\
\quad Met2 routing resource usage after global routing & approximately 15\% \\
\quad Initial antenna violation count & 4 \\
\quad Global routing usage summed across all routing layers & under 10\% \\
\quad M1 GR Usage & 10.7\% \\
\quad Layer with the highest usage & met2 \\
\quad Total global routing overflow & 0 \\
\quad Met3 Resource Use GR & 5.59\% \\
\multicolumn{2}{l}{\textbf{Hold path}} \\
\quad Tightest Hold Check Type & register to register \\
\quad End point of the most critical hold path & IR\_M[31] \\
\quad Worst hold stages & 2 \\
\quad Hold path startpoint & IR\_M[31] \\
\multicolumn{2}{l}{\textbf{Worst setup path}} \\
\quad Capture instance of the worst register-to-register path & IR\_M[13] \\
\quad Worst setup slack for register-to-register paths & 18.85 ns \\
\quad Delay contributed by the slowest stage of the critical path & about 0.71 ns \\
\quad Path depth of the worst reg2reg path & 2 \\
\quad Type of element capturing the critical path & register \\
\quad Critical path peak fanout & between 50 and 60 \\
\quad Startpoint of the most critical register-to-register path & IR\_M[13] \\
\quad Data required time at the worst endpoint & approximately 20 ns \\
\quad CP dominant cell by count & buf\_4 \\
\quad Critical path class & input pin to register \\
\quad Standard cell with the maximum stage delay on the critical path & buf\_4 \\
\quad Cell chain of the critical path & clkdlybuf4s50\_1, buf\_4, nor2b\_4, buf\_4, buf\_4 \\
\quad Crit path launch type & input pin \\
\quad Family with the most delay on the worst path & buffers and inverters \\
\quad Signal arrival time at the worst endpoint & $\sim$6 ns \\
\quad Number of buffers and inverters on the critical path & 4 \\
\multicolumn{2}{l}{\textbf{STA}} \\
\quad Total setup violations reported at the end of the flow & 0 \\
\quad Relative slew slack & between 40\% and 50\% \\
\quad Worst Setup Slack, final & 13.53 ns \\
\quad Setup skew after layout & 0 ns \\
\quad Slew at the pin closest to its max-slew limit & between 0.7 and 0.8 ns \\
\quad Final Max Slew Viols & 0 \\
\quad Total negative slack & 0 ns \\
\quad Post-layout min period & $\sim$6.0 ns \\
\quad Final period utilization & a little under a third \\
\quad Peak clock frequency supported by timing & 167 MHz \\
\quad Final Hold Violation Tally & 0 \\
\quad RSZ-0062 raised after global routing & no \\
\multicolumn{2}{l}{\textbf{CTS}} \\
\quad CTS tree & done \\
\quad Worst skew pair latency & approximately 0.43 ns \\
\quad Max Root-Sink Buffers & 2 \\
\quad Cts bufs inserted & 17 \\
\quad Hold-fix buffer count after cts & 0 \\
\quad H-tree levels & 4 \\
\quad Resize count post-CTS & 0 \\
\quad Buffer type at the clock tree root & clkbuf\_16 \\
\quad Register clock-pin slew on the reported worst setup and hold paths & 0.07 ns \\
\quad Clock net sink count & 192 \\
\quad Post-CTS Repair Setup Buffers & 0 \\
\multicolumn{2}{l}{\textbf{Logic synthesis}} \\
\quad Area share of fa/ha/maj cells after synthesis & 0\% \\
\quad Number of standard cells reported by yosys & around 270 \\
\quad Complex Gates by Area & 0\% \\
\quad Flip-flop and latch count after synthesis & between 150 and 200 \\
\quad Synthesized-area fraction occupied by xor and xnor cells & 0\% \\
\quad Number of instances in the synthesized netlist & around 270 \\
\quad Simple Share, Synth & about 2.2\% \\
\quad Cell accounting for the most synthesized area & edfxtp\_1 \\
\quad Area figure in the yosys stat output & 5990 sq um \\
\quad Cell area after synthesis & 5990 sq um \\
\quad Largest logic family & multiplexers \\
\quad Synthesis warning total & 1 \\
\quad Library cells used by synthesis & 10 \\
\quad Proportion of synthesized chip area in sequential cells & around 91\% \\
\quad Syn\_area\_per\_cell & approximately 23 sq um \\
\quad Biggest area cells & edfxtp\_1 80\%, dfxtp\_1 11\%, mux2i\_1 5.4\%, nor2\_1 1.9\%, buf\_12 1.0\% \\
\quad Top-area cell type share of the netlist area & between 80\% and 90\% \\
\quad Multiplexer share & around 5.4\% \\
\multicolumn{2}{l}{\textbf{Floorplan}} \\
\quad Overall chip area & 43700 sq um \\
\quad Row count & 69 \\
\quad Width of the chip & approximately 210 um \\
\quad Core Footprint & $\sim$35000 sq um \\
\quad Count of pins on the block boundary & a little under 400 \\
\quad Effective utilization at floorplan & $\sim$17\% \\
\quad Die Span Y & $\sim$210 um \\
\multicolumn{2}{l}{\textbf{Power and ir drop}} \\
\quad Pwr per Cell Area & between 80 and 90 nW/um\^{}2 \\
\quad Final total power & 0.936 mW \\
\quad Leakage component of the power & between 3 and 4 nW \\
\quad Peak VDD IR & roughly 58 uV \\
\multicolumn{2}{l}{\textbf{Drt}} \\
\quad Vias after detailed routing & between 3k and 4k \\
\quad ANT nets after route & 0 \\
\quad Number of design rule violations left after detail routing & 0 \\
\quad Final routed wirelength across all metal layers & a little over 20000 um \\
\quad Post-DR vias/cell & about 3.4 \\
\quad Detailed Routing Iterations Pass 1 & 4 \\
\quad Routed WL per cell & roughly 18 um \\
\quad Initial detailed-routing violation count & between 100 and 150 \\
\multicolumn{2}{l}{\textbf{Run}} \\
\quad Number of max-capacitance violations reported & 0 \\
\quad Number of warnings in the stage logs & 25 \\
\multicolumn{2}{l}{\textbf{Place}} \\
\quad Worst-case setup slack after placement & roughly 13 ns \\
\quad Inst Count DP & 1109 \\
\quad Number of buffer cells added on primary ports & between 300 and 400 \\
\quad Placed Area & around 10000 sq um \\
\quad Detailed-placement wirelength estimate & 16300 um \\
\quad Gpl congestion & 0.793 \\
\multicolumn{2}{l}{\textbf{Outcome}} \\
\quad Run status & finished, final reports clean \\
\hline
\end{tabular}
## cell type report
| type | instances | area [sq um] | share of cell area [%] |
|---|---|---|---|
| tap | 461 | 577 | 5.26 |
| sequential | 192 | 5450 | 49.7 |
| multi-input combinational | 65 | 459 | 4.19 |
| clock buffer | 21 | 440 | 4.02 |
| clock inverter | 10 | 138 | 1.26 |
| antenna | 1 | 2.50 | 0.0228 |
| timing repair buffer | 391 | 3900 | 35.6 |
## routing by layer
| layer | vias up | wire length (um) |
|---|---|---|
| li1 | 1803 | - |
| met1 | 1789 | 7550 |
| met2 | 224 | 9810 |
| met3 | 19 | 2720 |
| met4 | 6 | 221 |
| met5 | - | 47 |
## power by group
group | leakage (nW) | internal, mW | switching (mW)
clock network | 0.269 | 0.201 | 0.151
registers | 1.77 | 0.474 | 0.00797
logic | 1.78 | 0.0781 | 0.0247
## worst max path at each step
stage,slack [ns],cells after the start,endpoint,start
finish,13.53,5,RT_M[21],reset
global route,13.36,5,RT_M[21],en
CTS,13.49,5,RT_M[21],reset
## cell families (layout without fill, tap and decap cells)
logic type,count (synthesis),after routing
simple gates,33,33
mux,32,32
flops,192,192
other cells,0,1
buf+inv,8,422
## sequential cells by signal, indices dropped and copies added (netlist names)
signal  count
RT_M       32
AO_M       32
IR_M       32
PC8_M      32
PC_M       32
PC4_M      32
## cells in the mapped netlist
| master | number |
|---|---|
| edfxtp_1 | 160 |
| dfxtp_1 | 32 |
| mux2i_1 | 32 |
| nor2_1 | 30 |
| buf_12 | 3 |
| buf_2 | 3 |
| nor2_2 | 2 |
| buf_6 | 1 |
| clkbuf_1 | 1 |
| nor2b_1 | 1 |
## worst min-delay path, delay by kind of cell (launching register included)
kind,cells,cell delay [ns]
muxes,1,0.06
DFF,1,0.33
and+or+nand+nor,1,0.07
## through the flow
step	hold slack, ns	utilization (%)
2_1_floorplan	0.437	-
3_3_place_gp	0.472	29.3
3_5_place_dp	0.485	29.3
4_1_cts	0.498	31.0
5_1_grt	0.523	31.0
6_report	0.495	31.0
Power and IR drop assume default switching activity.
