[run.sh]
#!/bin/bash
# OpenROAD 26Q1-2900-gdf79404cd8, Yosys 0.63+post, stock flow scripts
make -C /OpenROAD-flow-scripts/flow DESIGN_CONFIG=/design/flow/config.mk WORK_HOME=/design/flow/orfs finish
[design.v]
`timescale 1ns / 1ps
module hazardUnit(
	 input [31:0] IR_D,
	 input [31:0] IR_E,
	 input [31:0] IR_M,
	 input [31:0] IR_W,
	 output IR_D_en,
	 output IR_E_clr,
	 output PC_en,
	 output [2:0]ForwardRSD,	
	 output [2:0]ForwardRTD,
	 output [2:0]ForwardRSE,	
	 output [2:0]ForwardRTE,	
	 output [2:0]ForwardRTM
    );
	reg stall=0;
	wire stall_b,stall_cal_r,stall_cal_i,stall_load,stall_store,stall_jr,stall_jalr;
	assign stall_b = ((IR_D[31:26]==6'b000100) & (IR_E[31:26]==6'b000000&&IR_E[5:0]!=6'b001001&&IR_E[5:0]!=6'b001000&&IR_E!=0) &(IR_D[25:21]==IR_E[15:11]||IR_D[20:16]==IR_E[15:11]))||
						  ((IR_D[31:26]==6'b000100) & (IR_E[31:26]==6'b001111||IR_E[31:26]==6'b001101) &(IR_D[25:21]==IR_E[20:16]||IR_D[20:16]==IR_E[20:16]))||
						  ((IR_D[31:26]==6'b000100) & (IR_E[31:26]==6'b100011) &(IR_D[25:21]==IR_E[20:16]||IR_D[20:16]==IR_E[20:16]))||
						  ((IR_D[31:26]==6'b000100) & (IR_M[31:26]==6'b100011) &(IR_D[25:21]==IR_M[20:16]||IR_D[20:16]==IR_M[20:16]));
	assign stall_cal_r = ((IR_D[31:26]==6'b000000&&IR_D[5:0]!=6'b001001&&IR_D[5:0]!=6'b001000&&IR_D!=0)) && ((IR_E[31:26]==6'b100011)) && (IR_D[25:21]==IR_E[20:16]||IR_D[20:16]==IR_E[20:16]);
	assign stall_cal_i = ((IR_D[31:26]==6'b001111||IR_D[31:26]==6'b001101)) & ((IR_E[31:26]==6'b100011)) & (IR_D[25:21]==IR_E[20:16]);
	assign stall_load = ((IR_D[31:26]==6'b100011)) & ((IR_E[31:26]==6'b100011)) & (IR_D[25:21]==IR_E[20:16]);
	assign stall_store = ((IR_D[31:26]==6'b101011)) & ((IR_E[31:26]==6'b100011)) & (IR_D[25:21]==IR_E[20:16]);
	assign stall_jr = ((IR_D[31:26]==6'b000000&IR_D[5:0]==6'b001000) & ((IR_E[31:26]==6'b000000&&IR_E[5:0]!=6'b001001&&IR_E[5:0]!=6'b001000&&IR_E!=0)) & (IR_D[25:21]==IR_E[15:11]))||
							((IR_D[31:26]==6'b000000&IR_D[5:0]==6'b001000) & ((IR_E[31:26]==6'b001111||IR_E[31:26]==6'b001101)) & (IR_D[25:21]==IR_E[20:16]))||
							((IR_D[31:26]==6'b000000&IR_D[5:0]==6'b001000) & ((IR_E[31:26]==6'b100011)) & (IR_D[25:21]==IR_E[20:16]))||
							((IR_D[31:26]==6'b000000&IR_D[5:0]==6'b001000) & ((IR_M[31:26]==6'b100011)) & (IR_D[25:21]==IR_M[20:16]));
	assign stall_jalr =  ((IR_D[31:26]==6'b000000&IR_D[5:0]==6'b001001) & ((IR_E[31:26]==6'b000000&&IR_E[5:0]!=6'b001001&&IR_E[5:0]!=6'b001000&&IR_E!=0)) & (IR_D[25:21]==IR_E[15:11]))||
								((IR_D[31:26]==6'b000000&IR_D[5:0]==6'b001001) & ((IR_E[31:26]==6'b001111||IR_E[31:26]==6'b001101)) & (IR_D[25:21]==IR_E[20:16]))||
								((IR_D[31:26]==6'b000000&IR_D[5:0]==6'b001001) & ((IR_E[31:26]==6'b100011)) & (IR_D[25:21]==IR_E[20:16]))||
								((IR_D[31:26]==6'b000000&IR_D[5:0]==6'b001001) & ((IR_M[31:26]==6'b100011)) & (IR_D[25:21]==IR_M[20:16]));
	always@(*) begin
		stall <= stall_b||stall_cal_r||stall_cal_i||stall_load||stall_store||stall_jr||stall_jalr;
	end
	assign IR_D_en = !stall;
	assign IR_E_clr = stall;
	assign PC_en = !stall;
	assign ForwardRSD = (((IR_D[31:26]==6'b000000&&IR_D[5:0]!=6'b001001&&IR_D[5:0]!=6'b001000&&IR_D!=0)||(IR_D[31:26]==6'b001111||IR_D[31:26]==6'b001101)||(IR_D[31:26]==6'b100011)||(IR_D[31:26]==6'b101011)||(IR_D[31:26]==6'b000100)||(IR_D[31:26]==6'b000000&(IR_D[5:0]==6'b001000||IR_D[5:0]==6'b001001))) & (IR_E[31:26]==6'b000011) & IR_D[25:21]==31 & IR_D[25:21]!=0) ? 3 :
							  (((IR_D[31:26]==6'b000000&&IR_D[5:0]!=6'b001001&&IR_D[5:0]!=6'b001000&&IR_D!=0)||(IR_D[31:26]==6'b001111||IR_D[31:26]==6'b001101)||(IR_D[31:26]==6'b100011)||(IR_D[31:26]==6'b101011)||(IR_D[31:26]==6'b000100)||(IR_D[31:26]==6'b000000&(IR_D[5:0]==6'b001000||IR_D[5:0]==6'b001001))) & (IR_E[31:26]==6'b000000&&IR_E[5:0]==6'b001001)	& IR_D[25:21]==IR_E[15:11] & IR_D[25:21]!=0) ? 3 :
							  (((IR_D[31:26]==6'b000000&&IR_D[5:0]!=6'b001001&&IR_D[5:0]!=6'b001000&&IR_D!=0)||(IR_D[31:26]==6'b001111||IR_D[31:26]==6'b001101)||(IR_D[31:26]==6'b100011)||(IR_D[31:26]==6'b101011)||(IR_D[31:26]==6'b000100)||(IR_D[31:26]==6'b000000&(IR_D[5:0]==6'b001000||IR_D[5:0]==6'b001001))) &  (IR_M[31:26]==6'b000000&&IR_M[5:0]!=6'b001001&&IR_M[5:0]!=6'b001000&&IR_M!=0) & IR_D[25:21]==IR_M[15:11] & IR_D[25:21]!=0) ? 1 :
							  (((IR_D[31:26]==6'b000000&&IR_D[5:0]!=6'b001001&&IR_D[5:0]!=6'b001000&&IR_D!=0)||(IR_D[31:26]==6'b001111||IR_D[31:26]==6'b001101)||(IR_D[31:26]==6'b100011)||(IR_D[31:26]==6'b101011)||(IR_D[31:26]==6'b000100)||(IR_D[31:26]==6'b000000&(IR_D[5:0]==6'b001000||IR_D[5:0]==6'b001001))) &  (IR_M[31:26]==6'b001111||IR_M[31:26]==6'b001101) & IR_D[25:21]==IR_M[20:16] & IR_D[25:21]!=0) ? 1 :
							  (((IR_D[31:26]==6'b000000&&IR_D[5:0]!=6'b001001&&IR_D[5:0]!=6'b001000&&IR_D!=0)||(IR_D[31:26]==6'b001111||IR_D[31:26]==6'b001101)||(IR_D[31:26]==6'b100011)||(IR_D[31:26]==6'b101011)||(IR_D[31:26]==6'b000100)||(IR_D[31:26]==6'b000000&(IR_D[5:0]==6'b001000||IR_D[5:0]==6'b001001))) & (IR_M[31:26]==6'b000011)	& IR_D[25:21]==31 & IR_D[25:21]!=0) ? 4 :
							  (((IR_D[31:26]==6'b000000&&IR_D[5:0]!=6'b001001&&IR_D[5:0]!=6'b001000&&IR_D!=0)||(IR_D[31:26]==6'b001111||IR_D[31:26]==6'b001101)||(IR_D[31:26]==6'b100011)||(IR_D[31:26]==6'b101011)||(IR_D[31:26]==6'b000100)||(IR_D[31:26]==6'b000000&(IR_D[5:0]==6'b001000||IR_D[5:0]==6'b001001))) & (IR_M[31:26]==6'b000000&&IR_M[5:0]==6'b001001)	& IR_D[25:21]==IR_M[15:11] & IR_D[25:21]!=0) ? 4 :
							  (((IR_D[31:26]==6'b000000&&IR_D[5:0]!=6'b001001&&IR_D[5:0]!=6'b001000&&IR_D!=0)||(IR_D[31:26]==6'b001111||IR_D[31:26]==6'b001101)||(IR_D[31:26]==6'b100011)||(IR_D[31:26]==6'b101011)||(IR_D[31:26]==6'b000100)||(IR_D[31:26]==6'b000000&(IR_D[5:0]==6'b001000||IR_D[5:0]==6'b001001))) &  (IR_W[31:26]==6'b000000&&IR_W[5:0]!=6'b001001&&IR_W[5:0]!=6'b001000&&IR_W!=0) & IR_D[25:21]==IR_W[15:11] & IR_D[25:21]!=0) ? 2 :
							  (((IR_D[31:26]==6'b000000&&IR_D[5:0]!=6'b001001&&IR_D[5:0]!=6'b001000&&IR_D!=0)||(IR_D[31:26]==6'b001111||IR_D[31:26]==6'b001101)||(IR_D[31:26]==6'b100011)||(IR_D[31:26]==6'b101011)||(IR_D[31:26]==6'b000100)||(IR_D[31:26]==6'b000000&(IR_D[5:0]==6'b001000||IR_D[5:0]==6'b001001))) &  (IR_W[31:26]==6'b001111||IR_W[31:26]==6'b001101) & IR_D[25:21]==IR_W[20:16] & IR_D[25:21]!=0) ? 2 :
							  (((IR_D[31:26]==6'b000000&&IR_D[5:0]!=6'b001001&&IR_D[5:0]!=6'b001000&&IR_D!=0)||(IR_D[31:26]==6'b001111||IR_D[31:26]==6'b001101)||(IR_D[31:26]==6'b100011)||(IR_D[31:26]==6'b101011)||(IR_D[31:26]==6'b000100)||(IR_D[31:26]==6'b000000&(IR_D[5:0]==6'b001000||IR_D[5:0]==6'b001001))) &  (IR_W[31:26]==6'b100011) & IR_D[25:21]==IR_W[20:16] & IR_D[25:21]!=0) ? 2 :
							  (((IR_D[31:26]==6'b000000&&IR_D[5:0]!=6'b001001&&IR_D[5:0]!=6'b001000&&IR_D!=0)||(IR_D[31:26]==6'b001111||IR_D[31:26]==6'b001101)||(IR_D[31:26]==6'b100011)||(IR_D[31:26]==6'b101011)||(IR_D[31:26]==6'b000100)||(IR_D[31:26]==6'b000000&(IR_D[5:0]==6'b001000||IR_D[5:0]==6'b001001))) & (IR_W[31:26]==6'b000011)	& IR_D[25:21]==31 & IR_D[25:21]!=0) ? 5 :
							  (((IR_D[31:26]==6'b000000&&IR_D[5:0]!=6'b001001&&IR_D[5:0]!=6'b001000&&IR_D!=0)||(IR_D[31:26]==6'b001111||IR_D[31:26]==6'b001101)||(IR_D[31:26]==6'b100011)||(IR_D[31:26]==6'b101011)||(IR_D[31:26]==6'b000100)||(IR_D[31:26]==6'b000000&(IR_D[5:0]==6'b001000||IR_D[5:0]==6'b001001))) & (IR_W[31:26]==6'b000000&&IR_W[5:0]==6'b001001) & IR_D[25:21]==IR_W[15:11] & IR_D[25:21]!=0) ? 5 : 0 ;
	assign ForwardRTD = (((IR_D[31:26]==6'b000000&&IR_D[5:0]!=6'b001001&&IR_D[5:0]!=6'b001000&&IR_D!=0)||(IR_D[31:26]==6'b101011)||(IR_D[31:26]==6'b000100)) & (IR_E[31:26]==6'b000011)	& IR_D[20:16]==31 & IR_D[20:16]!=0) ? 3 :
							  (((IR_D[31:26]==6'b000000&&IR_D[5:0]!=6'b001001&&IR_D[5:0]!=6'b001000&&IR_D!=0)||(IR_D[31:26]==6'b101011)||(IR_D[31:26]==6'b000100)) & (IR_E[31:26]==6'b000000&&IR_E[5:0]==6'b001001)	& IR_D[20:16]==IR_E[15:11] & IR_D[20:16]!=0) ? 3 :
							  (((IR_D[31:26]==6'b000000&&IR_D[5:0]!=6'b001001&&IR_D[5:0]!=6'b001000&&IR_D!=0)||(IR_D[31:26]==6'b101011)||(IR_D[31:26]==6'b000100)) &  (IR_M[31:26]==6'b000000&&IR_M[5:0]!=6'b001001&&IR_M[5:0]!=6'b001000&&IR_M!=0) & IR_D[20:16]==IR_M[15:11] & IR_D[20:16]!=0) ? 1 :
							  (((IR_D[31:26]==6'b000000&&IR_D[5:0]!=6'b001001&&IR_D[5:0]!=6'b001000&&IR_D!=0)||(IR_D[31:26]==6'b101011)||(IR_D[31:26]==6'b000100)) &  (IR_M[31:26]==6'b001111||IR_M[31:26]==6'b001101) & IR_D[20:16]==IR_M[20:16] & IR_D[20:16]!=0) ? 1 :
							  (((IR_D[31:26]==6'b000000&&IR_D[5:0]!=6'b001001&&IR_D[5:0]!=6'b001000&&IR_D!=0)||(IR_D[31:26]==6'b101011)||(IR_D[31:26]==6'b000100)) & (IR_M[31:26]==6'b000011)	& IR_D[20:16]==31 & IR_D[20:16]!=0) ? 4 :
							  (((IR_D[31:26]==6'b000000&&IR_D[5:0]!=6'b001001&&IR_D[5:0]!=6'b001000&&IR_D!=0)||(IR_D[31:26]==6'b101011)||(IR_D[31:26]==6'b000100)) & (IR_M[31:26]==6'b000000&&IR_M[5:0]==6'b001001)	& IR_D[20:16]==IR_M[15:11] & IR_D[20:16]!=0) ? 4 :
							  (((IR_D[31:26]==6'b000000&&IR_D[5:0]!=6'b001001&&IR_D[5:0]!=6'b001000&&IR_D!=0)||(IR_D[31:26]==6'b101011)||(IR_D[31:26]==6'b000100)) &  (IR_W[31:26]==6'b000000&&IR_W[5:0]!=6'b001001&&IR_W[5:0]!=6'b001000&&IR_W!=0) & IR_D[20:16]==IR_W[15:11] & IR_D[20:16]!=0) ? 2 :
							  (((IR_D[31:26]==6'b000000&&IR_D[5:0]!=6'b001001&&IR_D[5:0]!=6'b001000&&IR_D!=0)||(IR_D[31:26]==6'b101011)||(IR_D[31:26]==6'b000100)) &  (IR_W[31:26]==6'b001111||IR_W[31:26]==6'b001101) & IR_D[20:16]==IR_W[20:16] & IR_D[20:16]!=0) ? 2 :
							  (((IR_D[31:26]==6'b000000&&IR_D[5:0]!=6'b001001&&IR_D[5:0]!=6'b001000&&IR_D!=0)||(IR_D[31:26]==6'b101011)||(IR_D[31:26]==6'b000100)) &  (IR_W[31:26]==6'b100011) & IR_D[20:16]==IR_W[20:16] & IR_D[20:16]!=0) ? 2 :
							  (((IR_D[31:26]==6'b000000&&IR_D[5:0]!=6'b001001&&IR_D[5:0]!=6'b001000&&IR_D!=0)||(IR_D[31:26]==6'b101011)||(IR_D[31:26]==6'b000100)) & (IR_W[31:26]==6'b000011)	& IR_D[20:16]==31 & IR_D[20:16]!=0) ? 5 :
							  (((IR_D[31:26]==6'b000000&&IR_D[5:0]!=6'b001001&&IR_D[5:0]!=6'b001000&&IR_D!=0)||(IR_D[31:26]==6'b101011)||(IR_D[31:26]==6'b000100)) & (IR_W[31:26]==6'b000000&&IR_W[5:0]==6'b001001)	& IR_D[20:16]==IR_W[15:11] & IR_D[20:16]!=0) ? 5 : 0; 
	assign ForwardRSE	= (((IR_E[31:26]==6'b000000&&IR_E[5:0]!=6'b001001&&IR_E[5:0]!=6'b001000&&IR_E!=0)||(IR_E[31:26]==6'b001111||IR_E[31:26]==6'b001101)||(IR_E[31:26]==6'b100011)||(IR_E[31:26]==6'b101011)) & (IR_M[31:26]==6'b000000&&IR_M[5:0]!=6'b001001&&IR_M[5:0]!=6'b001000&&IR_M!=0) & (IR_E[25:21]==IR_M[15:11]) & IR_E[25:21]!=0) ? 1 :
							  (((IR_E[31:26]==6'b000000&&IR_E[5:0]!=6'b001001&&IR_E[5:0]!=6'b001000&&IR_E!=0)||(IR_E[31:26]==6'b001111||IR_E[31:26]==6'b001101)||(IR_E[31:26]==6'b100011)||(IR_E[31:26]==6'b101011)) & (IR_M[31:26]==6'b001111||IR_M[31:26]==6'b001101) & (IR_E[25:21]==IR_M[20:16]) & IR_E[25:21]!=0) ? 1 :
							  (((IR_E[31:26]==6'b000000&&IR_E[5:0]!=6'b001001&&IR_E[5:0]!=6'b001000&&IR_E!=0)||(IR_E[31:26]==6'b001111||IR_E[31:26]==6'b001101)||(IR_E[31:26]==6'b100011)||(IR_E[31:26]==6'b101011)) & (IR_M[31:26]==6'b000011) & (IR_E[25:21]==31) & IR_E[25:21]!=0) ? 4 :
							  (((IR_E[31:26]==6'b000000&&IR_E[5:0]!=6'b001001&&IR_E[5:0]!=6'b001000&&IR_E!=0)||(IR_E[31:26]==6'b001111||IR_E[31:26]==6'b001101)||(IR_E[31:26]==6'b100011)||(IR_E[31:26]==6'b101011)) & (IR_M[31:26]==6'b000000&IR_M[5:0]==6'b001001) & (IR_E[25:21]==IR_M[15:11]) & IR_E[25:21]!=0) ? 4 :
							  (((IR_E[31:26]==6'b000000&&IR_E[5:0]!=6'b001001&&IR_E[5:0]!=6'b001000&&IR_E!=0)||(IR_E[31:26]==6'b001111||IR_E[31:26]==6'b001101)||(IR_E[31:26]==6'b100011)||(IR_E[31:26]==6'b101011)) & (IR_W[31:26]==6'b000000&&IR_W[5:0]!=6'b001001&&IR_W[5:0]!=6'b001000&&IR_W!=0) & (IR_E[25:21]==IR_W[15:11]) & IR_E[25:21]!=0) ? 2 :
							  (((IR_E[31:26]==6'b000000&&IR_E[5:0]!=6'b001001&&IR_E[5:0]!=6'b001000&&IR_E!=0)||(IR_E[31:26]==6'b001111||IR_E[31:26]==6'b001101)||(IR_E[31:26]==6'b100011)||(IR_E[31:26]==6'b101011)) & (IR_W[31:26]==6'b001111||IR_W[31:26]==6'b001101) & (IR_E[25:21]==IR_W[20:16]) & IR_E[25:21]!=0) ? 2 :
							  (((IR_E[31:26]==6'b000000&&IR_E[5:0]!=6'b001001&&IR_E[5:0]!=6'b001000&&IR_E!=0)||(IR_E[31:26]==6'b001111||IR_E[31:26]==6'b001101)||(IR_E[31:26]==6'b100011)||(IR_E[31:26]==6'b101011)) & (IR_W[31:26]==6'b100011) & (IR_E[25:21]==IR_W[20:16]) & IR_E[25:21]!=0) ? 2 :
							  (((IR_E[31:26]==6'b000000&&IR_E[5:0]!=6'b001001&&IR_E[5:0]!=6'b001000&&IR_E!=0)||(IR_E[31:26]==6'b001111||IR_E[31:26]==6'b001101)||(IR_E[31:26]==6'b100011)||(IR_E[31:26]==6'b101011)) & (IR_W[31:26]==6'b000011) & (IR_E[25:21]==31) & IR_E[25:21]!=0) ? 5 :
							  (((IR_E[31:26]==6'b000000&&IR_E[5:0]!=6'b001001&&IR_E[5:0]!=6'b001000&&IR_E!=0)||(IR_E[31:26]==6'b001111||IR_E[31:26]==6'b001101)||(IR_E[31:26]==6'b100011)||(IR_E[31:26]==6'b101011)) & (IR_W[31:26]==6'b000000&IR_W[5:0]==6'b001001) & (IR_E[25:21]==IR_W[15:11]) & IR_E[25:21]!=0) ? 5 : 0;
	assign ForwardRTE	= (((IR_E[31:26]==6'b000000&&IR_E[5:0]!=6'b001001&&IR_E[5:0]!=6'b001000&&IR_E!=0)||(IR_E[31:26]==6'b101011)) & (IR_M[31:26]==6'b000000&&IR_M[5:0]!=6'b001001&&IR_M[5:0]!=6'b001000&&IR_M!=0) & (IR_E[20:16]==IR_M[15:11]) & IR_E[20:16]!=0) ? 1 :
							  (((IR_E[31:26]==6'b000000&&IR_E[5:0]!=6'b001001&&IR_E[5:0]!=6'b001000&&IR_E!=0)||(IR_E[31:26]==6'b101011)) & (IR_M[31:26]==6'b001111||IR_M[31:26]==6'b001101) & (IR_E[20:16]==IR_M[20:16]) & IR_E[20:16]!=0) ? 1 :
							  (((IR_E[31:26]==6'b000000&&IR_E[5:0]!=6'b001001&&IR_E[5:0]!=6'b001000&&IR_E!=0)||(IR_E[31:26]==6'b101011)) & (IR_M[31:26]==6'b000011) & (IR_E[20:16]==31) & IR_E[20:16]!=0) ? 4 :
							  (((IR_E[31:26]==6'b000000&&IR_E[5:0]!=6'b001001&&IR_E[5:0]!=6'b001000&&IR_E!=0)||(IR_E[31:26]==6'b101011)) & (IR_M[31:26]==6'b000000&IR_M[5:0]==6'b001001) & (IR_E[20:16]==IR_M[15:11]) & IR_E[20:16]!=0) ? 4 :
							  (((IR_E[31:26]==6'b000000&&IR_E[5:0]!=6'b001001&&IR_E[5:0]!=6'b001000&&IR_E!=0)||(IR_E[31:26]==6'b101011)) & (IR_W[31:26]==6'b000000&&IR_W[5:0]!=6'b001001&&IR_W[5:0]!=6'b001000&&IR_W!=0) & (IR_E[20:16]==IR_W[15:11]) & IR_E[20:16]!=0) ? 2 :
							  (((IR_E[31:26]==6'b000000&&IR_E[5:0]!=6'b001001&&IR_E[5:0]!=6'b001000&&IR_E!=0)||(IR_E[31:26]==6'b101011)) & (IR_W[31:26]==6'b001111||IR_W[31:26]==6'b001101) & (IR_E[20:16]==IR_W[20:16]) & IR_E[20:16]!=0) ? 2 :
							  (((IR_E[31:26]==6'b000000&&IR_E[5:0]!=6'b001001&&IR_E[5:0]!=6'b001000&&IR_E!=0)||(IR_E[31:26]==6'b101011)) & (IR_W[31:26]==6'b100011) & (IR_E[20:16]==IR_W[20:16]) & IR_E[20:16]!=0) ? 2 :
							  (((IR_E[31:26]==6'b000000&&IR_E[5:0]!=6'b001001&&IR_E[5:0]!=6'b001000&&IR_E!=0)||(IR_E[31:26]==6'b101011)) & (IR_W[31:26]==6'b000011) & (IR_E[20:16]==31) & IR_E[20:16]!=0) ? 5 :
							  (((IR_E[31:26]==6'b000000&&IR_E[5:0]!=6'b001001&&IR_E[5:0]!=6'b001000&&IR_E!=0)||(IR_E[31:26]==6'b101011)) & (IR_W[31:26]==6'b000000&IR_W[5:0]==6'b001001) & (IR_E[20:16]==IR_W[15:11]) & IR_E[20:16]!=0) ? 5 : 0;
	assign ForwardRTM	= (((IR_M[31:26]==6'b101011)) & (IR_W[31:26]==6'b000000&&IR_W[5:0]!=6'b001001&&IR_W[5:0]!=6'b001000&&IR_W!=0) & (IR_M[20:16]==IR_W[15:11]) & IR_M[20:16]!=0) ? 2 :
							  (((IR_M[31:26]==6'b101011)) & (IR_W[31:26]==6'b001111||IR_W[31:26]==6'b001101) & (IR_M[20:16]==IR_W[20:16]) & IR_M[20:16]!=0) ? 2 :
							  (((IR_M[31:26]==6'b101011)) & (IR_W[31:26]==6'b100011) & (IR_M[20:16]==IR_W[20:16]) & IR_M[20:16]!=0) ? 2 :
							  (((IR_M[31:26]==6'b101011)) & (IR_W[31:26]==6'b000011) & (IR_M[20:16]==31) & IR_M[20:16]!=0) ? 5 :
							  (((IR_M[31:26]==6'b101011)) & (IR_W[31:26]==6'b000000&IR_W[5:0]==6'b001001) & (IR_M[20:16]==IR_W[15:11]) & IR_M[20:16]!=0) ? 5 : 0;
endmodule
[config.mk]
export PLATFORM = sky130hd
export DESIGN_NAME = hazardUnit
export DESIGN_NICKNAME = hazardUnit
export VERILOG_FILES = /design/flow/design.v
export SDC_FILE = /design/flow/constraint.sdc
export NUM_CORES = 4
export LEC_CHECK = 1
export CORE_UTILIZATION = 50
[constraint.sdc]
current_design hazardUnit

set clk_period 6.0
set clk_io_pct 0.2

create_clock -name clk0 -period $clk_period

set non_clock_inputs [all_inputs -no_clocks]
set_input_delay [expr $clk_period * $clk_io_pct] -clock clk0 $non_clock_inputs
set_output_delay [expr $clk_period * $clk_io_pct] -clock clk0 [all_outputs]
==> impl_metrics.yaml <==
# generated from flow reports
run_status:
  status: "complete, no violations"
final_timing:
  maxSlewHeadroom_pct: 55.4
  hold_ws_ps: 3470
  finalCriticalPeriod_ps: 5420
  rsz0062_at_grt: "no"
  drv_slew: 0
  max_clock_freq_mhz: 184
  finalHoldViolCount: 0
  tightest_slew_ps: 663
  finalSetupTns_ps: 0
  timing.final.crit_share_pct: 90.4
  setup_viol: 0
critical_path:
  path_delay_family: "simple AND/OR/NAND/NOR gates"
  cp_slowest_cell: "or4_4"
  cp.required_ps: 4800
  endpoint_kind: "output pin"
  path_class: "input port to output pin"
  cp.arrival_ps: 4220
  cp_cell_sequence: "clkdlybuf4s50_1 > or4_4 > or4_4 > o21ai_0 > o32a_1 > nor2_1 > o41ai_2 > clkdlybuf4s50_1"
  crit_path_max_incr_delay_ps: 630
  cp_num_buf_inv: 2
  critPathLaunchType: "input port"
  crit_path_max_fanout: 8
clock_network:
  cts_hold_buf: 0
  post-cts-setup-buffers: 0
  post_cts_resized: 0
drt:
  drc: 0
  top_layer_used: "met4"
  met1_length_mm: 3.70
  via_count: 3304
  initialDrtViolationCount: 175
  drt_first_pass_iters: 6
  antenna_left: 0
  wl_met2_mm: 4.03
  diodes: 0
  drt_wl_total_mm: 8.98
  avgRoutedWirePerCell_um: 16.2
  viasPerCell: 5.95
  wl_met3_um: 985
finish:
  final_cell_count_no_fill: 555
  drive_gt1_share_pct: 2.25
  flops: 0
  fillers: 358
  area_delta_synth_final_pct: 53.6
  nClkBuffers: 0
  fin_area_um2: 3910
  ff_latch_area_um2: 0
yosys:
  ys_sh_mux_pct: 0
  top_area_cell: "xor2_1"
  synthAoiAreaFrac_pct: 17.8
  ys_cells: 384
  synth_chip_area_um2: 2540
  area_leaders: "xor2_1 (22%), xnor2_1 (16%), nor4_1 (6.2%), nand3_1 (5.3%), nor3_1 (5.1%)"
  xor_share_pct: 37.9
  most_common_cell: "xor2_1"
  ys_types: 54
  yosys_warnings: 1
  synth_area_um2: 2540
  fa_ha_area_share_pct: 0
  top_cells_by_count: "xor2_1 (63), xnor2_1 (47), clkbuf_1 (33)"
  syn_inst: 384
  ys_top_logic_family: "XOR/XNOR gates"
  yosys.area_share.simple_pct: 36.6
  yosysTopAreaCellShare_pct: 21.7
  avgSynthCellArea_um2: 6.62
  ys_seq_share_pct: 0
global_routing:
  grt_max_degree: 10
  grt_pass1_vias: 3073
  grt_pass1_wl_mm: 14.4
  grt.overflow.total: 0
  grtUsageTotal_pct: 34.0
  grt_antenna_before_repair: 0
power:
  switching_share_pct: 43.8
  power.switching_mw: 0.0957
  cell_internal_pwr_mw: 0.123
  max-vdd-ir-drop_uv: 52.1
  p_clk_share_pct: 0
  p_comb_share_pct: 100.0
  leakage_nw: 1.21
  p_total_mw: 0.218
  powerDensity_nw_per_um2: 55.9
  seqPwrFrac_pct: 0
min_path:
  hold_class: "input port to output pin"
  hold_depth: 4
  hold_end: "IR_E_clr"
  hp-start: "IR_D[3]"
floorplanning:
  die-area_um2: 5370
  io-pin-count: 146
  die_height_um: 73.3
  core-area_um2: 4820
  initial_core_util_pct: 52.8
  rows: 25
  die_x_um: 73.3
placement:
  placed_area_um2: 3910
  gp_congestion: 0.975
  dp.cells: 555
  dp_hpwl_mm: 7.38
  numPortBuffers: 146
run:
  warnings: 33
  maxCapViolations: 0
[worst max-delay path by stage]
stage	cells after the start	start	endpoint	slack [ps]
6_report	8	IR_M[17]	ForwardRSD[1]	580
4_1_cts	8	IR_M[17]	ForwardRSD[1]	560
5_1_grt	8	IR_M[17]	ForwardRSD[1]	390
[per-stage QoR]
| stage | utilization [%] | setup slack (ps) |
|---|---|---|
| final | 81.1 | 575 |
| after CTS | 81.1 | 560 |
| after global placement | 81.1 | 625 |
| after global routing | 81.1 | 393 |
| after detailed placement | 81.1 | 566 |
| after floorplan | - | 1780 |
[area by class of cell]
class / count / area, µm² / area share (%)
well taps: 67 / 83.8 / 2.15
repair buffers: 146 / 1460 / 37.4
multi-input cells: 338 / 2340 / 60.0
inverters: 4 / 15.0 / 0.384
[cell usage in the layout (no fill, tap or decap), drive strengths merged, types with 4 or more instances in the layout]
cell / netlist / final
clkdlybuf4s50: 0 / 146
xor2: 63 / 63
xnor2: 47 / 47
nand3: 27 / 27
nor3: 26 / 26
nor4: 25 / 25
nor2: 24 / 24
nand2: 19 / 19
nand4: 11 / 11
a21oi: 11 / 11
o21ai: 8 / 8
o32a: 6 / 6
or4: 6 / 6
and3: 5 / 5
inv: 4 / 4
and2: 4 / 4
nand3b: 4 / 4
o21a: 4 / 4
or2: 4 / 4
[power by group through the flow]
stage	registers [mW]	clock network, mW	logic [mW]
5_1_grt	0	0	0.235
6_report	0	0	0.218
4_1_cts	0	0	0.217
[cells by family after synthesis]
kind of cell	after synthesis
simple gates	169
xor+xnor	110
compound gates	59
buf+inv	46
[metal layers]
| metal | vias up | global-route usage (%) |
|---|---|---|
| met2 | 212 | 56.8 |
| met3 | 27 | 2.36 |
| met5 | - | 0 |
| met1 | 1464 | 47.1 |
| li1 | 1601 | - |
| met4 | 0 | 10.7 |
Power figures rest on the tool's default switching activity, not on a simulated workload.
