### flow/constraint.sdc
current_design forward_mux

set clk_period 4.4
set clk_io_pct 0.2

create_clock -name clk0 -period $clk_period

set non_clock_inputs [all_inputs -no_clocks]
set_input_delay [expr $clk_period * $clk_io_pct] -clock clk0 $non_clock_inputs
set_output_delay [expr $clk_period * $clk_io_pct] -clock clk0 [all_outputs]
### flow/run.sh
#!/bin/bash
# OpenROAD 26Q1-2900-gdf79404cd8, Yosys 0.63+post, stock flow scripts
make -C /OpenROAD-flow-scripts/flow DESIGN_CONFIG=/design/flow/config.mk WORK_HOME=/design/flow/orfs finish
### flow/config.mk
export PLATFORM = sky130hd
export DESIGN_NAME = forward_mux
export DESIGN_NICKNAME = forward_mux
export VERILOG_FILES = /design/flow/design.v
export SDC_FILE = /design/flow/constraint.sdc
export NUM_CORES = 4
export LEC_CHECK = 1
export CORE_AREA = 10 10 198 198
export DIE_AREA = 0 0 208 208
### flow/design.v
`timescale 1ns / 1ps
module forward_mux(
	 input [31:0] RS_E,
	 input [31:0] RT_E,
	 input [31:0] RT_M,
    input [31:0] WD,
    input [31:0] AO_M,
	 input [31:0] PC8_E,
	 input [31:0] PC8_M,
    input [31:0] PC8_W,
	 input [31:0] RF_RD1,
	 input [31:0] RF_RD2,
	 input [2:0] ForwardRSD,	
	 input [2:0] ForwardRTD,	
	 input [2:0] ForwardRSE,	
	 input [2:0] ForwardRTE,	
	 input [2:0] ForwardRTM,
	 output reg[31:0] MFRSD,
	 output reg[31:0] MFRTD,
    output reg[31:0] MFRSE,
    output reg[31:0] MFRTE,
    output reg[31:0] MFRTM
    );
	always@(*) begin
		case(ForwardRSD) 
			3'b000 : MFRSD <= RF_RD1;
			3'b001 : MFRSD <= AO_M;
			3'b010 : MFRSD <= WD;
			3'b011 : MFRSD <= PC8_E;
			3'b100 : MFRSD <= PC8_M;
			3'b101 : MFRSD <= PC8_W;
			default : MFRSD <= 0;
		endcase
		case(ForwardRTD) 
			0: MFRTD <= RF_RD2;
			1: MFRTD <= AO_M;
			2: MFRTD <= WD;
			3: MFRTD <= PC8_E;
			4: MFRTD <= PC8_M;
			5: MFRTD <= PC8_W;
			default: MFRTD <= 0;
		endcase
		case(ForwardRSE) 
			0:MFRSE <= RS_E;
			1:MFRSE <= AO_M;
			2:MFRSE <= WD;
			3:MFRSE <= 0;
			4:MFRSE <= PC8_M;
			5:MFRSE <= PC8_W;
			default:MFRSE <= 0;
		endcase
		case(ForwardRTE) 
			0:MFRTE <= RT_E;
			1:MFRTE <= AO_M;
			2:MFRTE <= WD;
			3:MFRTE <= 0;
			4:MFRTE <= PC8_M;
			5:MFRTE <= PC8_W;
			default:MFRTE <= 0;
		endcase
		case(ForwardRTM) 
			0:MFRTM <= RT_M;
			1:MFRTM <= 0;
			2:MFRTM <= WD;
			3:MFRTM <= 0;
			4:MFRTM <= 0;
			5:MFRTM <= PC8_W;
			default:MFRTM <= 0;
		endcase
	end
endmodule
==> run summary <==
run metrics: status=complete, no violations, chip area=about 43000 µm², power consumption=between 1 and 1.5 mW, number of global-route vias before repair=9929, yosys stat chip area=between 6000 and 7000 µm², area delta synth->final=77.3%, fraction of layout cells with a size suffix above 1=0.0690, drt drc=0, Setup violations, final=0, power per cell area=~110 nW/µm², DR WL/cell=~30 µm, max-cap violation count=0, DR iter-0 viols=around 600, initial antenna violation count=5, WS Path Type=input pin to primary output, Period minus WS final=4010 ps, Netlist cell types=a little over 40, Post-synth area hogs=mux2i_1 30%, o2bb2ai_1 12%, mux2_1 7.4%, Worst Path Arrival=3130 ps, top area contributor share=0.303, CP required=3520 ps, row cnt=just under 70, RSZ-0062 raised after global routing=no, post_cts resized=0, DRT Pass-1 Iters=4, GP Congestion=0.920, CP Launch Point=ForwardRTD[1], Final Slew Violations=0, I/O Pins=roughly 500, clock network power share=0, FP Util=0.196, Flop area=0 µm², Cells after Synth=~870, Seq cells=0, count leader, synth=mux2i_1, DRT Wirelength=between 50000 and 60000 µm, largest net degree at the start of global routing=around 66, Startpoint Class=input pin, via count=9474, crit end category=primary output, Log Warnings=32, LEAKAGE=around 4.5 nW, GRT Overall Usage=0.228, Cell Area, Synth=6810 µm², comb. cell area=6190 µm², Syn Area/Cell=7.87 µm², chip height=208 µm, width of the die=208 µm, layout clock buffer count=0, Slew @ Worst Pin=793 ps, cycle use final=0.911, final-report hold violation count=0, Net Sw Frac=0.433, setup ws final=391 ps, Psw=0.593 mW, # fillers=3645, area leader, netlist=mux2i_1, worst setup path end=MFRTD[30], fmax=0.249 GHz, first-pass GRT wire length=~74000 µm, cell count in the Yosys report=865, ANT nets after route=0, setup TNS=0 ps, worst hold path type=input pin to primary output, post-CTS setup buffers=0, pre-CTS WS=about 370 ps, Port Buf Inserts=between 400 and 500, Worst VDD drop=about 0.00010 V, Core Area=between 30000 and 40000 µm², Post-CTS Hold Buffers=0, Reg power frac=0, hpwl dp=41800 µm, critical path fanouts, max=26, top post-synthesis cells by count=206 x mux2i_1, 93 x o2bb2ai_1, 75 x o21ai_1, cell-internal power=0.775 mW, Overflow after GRT=0, combinational group share of total power=1.000, YS warnings=1, vias per inst=about 5.4, sequential area share after synthesis=0, slew margin rel.=0.471
[per-layer routing]
metal	track usage	part of all wire	up-vias
met3	0.0519	0.074	65
met1	0.292	0.43	4561
met5	0	0.00023	-
met2	0.381	0.47	480
li1	-	-	4366
met4	0.0531	0.026	2
[cell type report]
class                           instances  share of cell area
Multi-Input combinational cell        747               0.513
Timing Repair Buffer                  536               0.437
Tap cell                              455              0.0472
Inverter                                6             0.00187
Antenna cell                            4            0.000830
[how the worst min path moves through the flow]
stage	startpoint	end	cells after the start
5_1_grt	ForwardRSE[0]	MFRSE[31]	3
6_report	ForwardRSE[0]	MFRSE[31]	3
4_1_cts	ForwardRSE[0]	MFRSE[31]	3
[power by group through the flow]
stage	logic, mW	clock network [mW]	registers (mW)
global route	1.46	0.000000122	0
finish	1.37	0.000000122	0
CTS	1.37	0	0
[critical path, cell delays in order]
cell and delay (ps):
buf_2 510, buf_4 350, nand2b_1 660, o221ai_1 240, clkdlybuf4s50_1 460
[cell families (layout without fill, tap and decap cells)]
kind of cell	count (synthesis)	count (layout)	synth area share
AOI/OAI and AO/OA	396	396	0.426
buffers and inverters	118	542	0.0929
and+or+nand+nor	76	76	0.0636
other	0	4	0
muxes	275	275	0.417
[stage by stage]
step                      instances  hold WS [ps]  area (µm²)  utilization
after floorplan                 865          1820        6810            -
final                          1748          2380       12100        0.347
after global routing           1748          2410       12100        0.347
after detailed placement       1744          2370       12100        0.347
after global placement         1744          2380       12100        0.347
after CTS                      1744          2380       12100        0.347
[cell usage in the layout (no fill, tap or decap), types with 9 or more instances in the layout]
master	instances
clkdlybuf4s50_1	482
mux2i_1	206
o2bb2ai_1	93
o21ai_1	75
o21a_1	63
a22oi_1	60
mux2_1	45
buf_4	40
a21oi_1	31
mux2_2	24
o221ai_1	23
nand2_1	16
a221oi_1	14
o22ai_1	10
a221o_1	10
nor2_1	9
or3_1	9
buf_2	9
Power figures rest on the tool's default switching activity, not on a simulated workload.
